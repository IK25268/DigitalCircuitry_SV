==> flow/design.v <==
`timescale 1ns / 1ps
module D_flipflop(
    input clk,
    input d,
    output logic q
    );
    always_ff @(posedge clk)
    q <= d;
endmodule
module shiftreg(
    input clk,
    input sin,
    input [7:0] d,
    input load,
    output logic [7:0] q
    );
always_ff @(posedge clk)
    if (load)
        q <= d;
    else
        q <= {q[6:0], sin};
endmodule
module counter (
    input clk,
    input [3:0] d,
    input ud,
    output logic [3:0] q = 4'b0000
);
always_ff @(posedge clk) begin
    q[0] <= !q[0];
    q[1] <= 
    (
    (!(q[1]^q[0]))&(!ud))
    |
    ((q[1]^q[0])&ud
    ); 
    q[2] <= 
    (
    (!(q[2]^(q[1]|q[0])))&(!ud)
    )
    |
    (
    ((q[2]^(q[1]&q[0])))&ud
    ); 
    q[3] <= 
    (
    (!(q[3]^(q[2]|q[1]|q[0])))&(!ud)
    )
    |
    (
    ((q[3]^(q[2]&q[1]&q[0])))&ud
    ); 
end
endmodule
==> flow/run.sh <==
#!/bin/bash
# OpenROAD 26Q1-2900-gdf79404cd8, Yosys 0.63+post, stock flow scripts
make -C /OpenROAD-flow-scripts/flow DESIGN_CONFIG=/design/flow/config.mk WORK_HOME=/design/flow/orfs finish
==> flow/config.mk <==
export PLATFORM = sky130hd
export DESIGN_NAME = counter
export DESIGN_NICKNAME = counter
export VERILOG_FILES = /design/flow/design.v
export SDC_FILE = /design/flow/constraint.sdc
export NUM_CORES = 4
export LEC_CHECK = 1
export CORE_AREA = 10 10 70 70
export DIE_AREA = 0 0 80 80
==> flow/constraint.sdc <==
current_design counter

set clk_period 2.2
set clk_io_pct 0.2

create_clock -name clk0 -period $clk_period [get_ports {clk}]

set non_clock_inputs [all_inputs -no_clocks]
set_input_delay [expr $clk_period * $clk_io_pct] -clock clk0 $non_clock_inputs
set_output_delay [expr $clk_period * $clk_io_pct] -clock clk0 [all_outputs]
==> results.cfg <==
; physical design summary
[setup_path]
slowest_delay_ns = 0.53
crit_slowest_cell = clkdlybuf4s50_1
endpoint_kind = primary output
crit_type = flip-flop to primary output
required_ns = 1.76
critPathMaxFanout = 5
cp-start-kind = flip-flop
r2r.worst_path.cells = 3
r2r-end = q[3]
path_cells = clkdlybuf4s50_1
worst-path-stages = 1
r2r_start = q[1]
r2r_setup_slack_ns = 1.03
critPathBufInv = 1
worstPathArrival_ns = 1.16
cp-endpoint = q[1]
path_delay_family = buffers and inverters
setup.worst_path.start = q[1]

[final_layout]
syn_to_final_growth_pct = 78.2
largest_register_ffs = 4
drive_gt1_frac = 0.130
logic_area_um2 = 78.8
n_fill_cell = 408
top_regs = q: 4 flops
register_area_um2 = 80.1
finish.utilization = 0.0868
top_register = q

[drt]
drc_errors = 0
dr.pass1.iters = 1
viasPerCell = 1.96
drt-initial-drc-count = 0
wl_per_cell_um = 6.49
wl_um = 448
vias = 135
antenna_left = 0
insertedDiodeCount = 0

[clock_tree]
htreeDepth = 1
cts-root-buf = clkbuf_4
clk_pin_slew_ns = 0.04
cts_sinks = 4
clock_latency_ns = 0.24
cts_tree = built
cts_buffers = 3
cts_resized = 0
hold_buffers = 0
clk_path_buf_depth = 2
cts_setup_buffers = 0

[sta]
hold_viol = 0
period_used_share = 0.728
slew_viol_final = 0
finalSetupTns_ns = 0
slew_headroom = 0.890
rsz0062_at_grt = false
setup_viol = 0
min_period_ns = 1.60
max_freq_mhz = 625
max_slew.worst_pin.slew_ns = 0.161
finalClockSkew_ns = 0.000722

[synthesis]
synth.avg_cell_area_um2 = 11.1
ys_top_logic_family = XOR/XNOR gates
ys_ff = 4
mux_area_frac = 0.0602
ys_seq_frac = 0.481
syn_area_um2 = 166
synth_chip_area_um2 = 166
netlist_instances = 15
synthAdderAreaFrac = 0.150
xor_share = 0.158
ys_types = 9
simple_gate_share = 0.105
ys_warn_count = 1
synth.cellmix.compoundShare = 0
ys_cells = 15

[die]
ios = 10
die_w_um = 80
rows = 21
chip_area_um2 = 6400
coreArea_um2 = 3420
fp.dieH_um = 80
fp_util = 0.0487

[grt]
grt.met2_usage = 0.0161
grt_pass1_wl_um = 731
grt.total_usage = 0.0160
met3_usage = 0.0182
antenna_found_initial = 0
grt_pass1_vias = 165
grt_start_max_net_pins = 6
busiest_layer = met1
met1_usage = 0.0213
overflow = 0

[hold_path]
hold_class = flip-flop to flip-flop
min_path_cells = 1

[place]
dp_hpwl_um = 344
port-buffer-count = 5
routabilityCongestion = 0.614

[job]
tool_warnings = 30
drv_cap = 0

[pwr]
peakVddDrop_v = 0.000343
leakagePower_uw = 0.000112
power.density_nw_per_um2 = 953

[run_status]
status = completed
[synth_stat cells]
cell     instances  area, µm²
xnor2_1          2       17.5
nand2_1          1       3.75
ha_1             2       25.0
inv_1            2       7.51
dfxtp_1          4       80.1
xor2_1           1       8.76
or4_1            1       7.51
nand4_1          1       6.26
mux2i_1          1       10.0
[stage by stage]
stage / setup WS, ns / instances / hold WS [ns] / instance area (µm²) / total power, µW
floorplan: 1.10 / 15 / 0.401 / 166 / 137
global placement: 0.583 / 66 / 0.427 / 274 / 188
detailed placement: 0.538 / 66 / 0.444 / 274 / 195
CTS: 0.595 / 69 / 0.459 / 297 / 289
global route: 0.536 / 69 / 0.489 / 297 / 307
finish: 0.599 / 69 / 0.461 / 297 / 283
[worst min-delay path by stage]
stage | endpoint | start | slack (ns)
6_report | q[3] | q[3] | 0.46
5_1_grt | q[3] | q[3] | 0.49
4_1_cts | q[0] | q[0] | 0.46
[logic make-up (layout without fill, tap and decap cells)]
group                    count (synthesis)  in the layout
XOR/XNOR                                 3              3
flip-flops                               4              4
adder cells (fa/ha/maj)                  2              2
buffers and inverters                    2             10
AND/OR/NAND/NOR                          3              3
multiplexers                             1              1
[cell type report]
| class | count | share of cell area |
|---|---|---|
| multi-input cells | 9 | 0.266 |
| inverters | 2 | 0.0253 |
| well taps | 46 | 0.194 |
| clock buffers | 3 | 0.0759 |
| repair buffers | 5 | 0.169 |
| flip-flops and latches | 4 | 0.270 |
[metal layers]
| metal | up-vias | share of wire |
|---|---|---|
| li1 | 66 | - |
| met1 | 59 | 0.60 |
| met2 | 10 | 0.25 |
| met3 | 0 | 0.14 |
| met4 | 0 | 0 |
| met5 | - | 0 |
[cells in the final DEF (no fill, tap or decap)]
master	count
inv_1	2
nand2_1	1
dfxtp_1	4
nand4_1	1
clkbuf_4	3
xnor2_1	2
xor2_1	1
or4_1	1
ha_1	2
clkdlybuf4s50_1	5
mux2i_1	1
[power breakdown]
group / switching, µW / internal [µW] / total (µW)
combinational: 23.8 / 53.0 / 76.7
sequential: 20.0 / 93.7 / 114
clock: 31.0 / 61.1 / 92.1
No activity file was given, so power comes from the tool's default toggle rates.
