==> /design/flow/design.v <==
`timescale 1ns / 1ps
module adder4(
    input [3:0] a,
    input [3:0] b,
    input cin,
    output [3:0] s,
    output cout
    );
logic [4:0] c;
logic [3:0] p, g;
assign c[0] = cin;
genvar i;
generate
    for (i = 0; i < 4; i += 1)
        begin: label
            assign s[i] = (a[i] ^ b[i]) ^ c[i];
            assign g[i] = a[i] & b[i];
            assign p[i] = a[i] ^ b[i];
        end
endgenerate
assign cout = c[4];
assign c[1] = g[0]
            |p[0] & c[0];
assign c[2] = g[1]
            |p[1] & g[0]
            |p[1] & p[0] & c[0];     
assign c[3] = g[2]
            |p[2] & g[1]
            |p[2] & p[1] & g[0] 
            |p[2] & p[1] & p[0] & c[0];  
assign c[4] = g[3]
            |p[3] & g[2]
            |p[3] & p[2] & g[1] 
            |p[3] & p[2] & p[1] & g[0]
            |p[3] & p[2] & p[1] & p[0] & c[0];  
endmodule
module adder16(
    input [15:0] a,
    input [15:0] b,
    input CIN,
    output [15:0] s,
    output COUT
    );
logic [4:0] cBuf;
assign cBuf[0] = CIN;
genvar i;
generate 
    for(i = 0; i < 4; i += 1)
    begin: label
        adder4 ADDER(.a(a[(i+1)*4-1:i*4]), .b(b[(i+1)*4-1:i*4]), .cin(cBuf[i]), .s(s[(i+1)*4-1:i*4]), .cout(cBuf[i+1]));
    end
endgenerate    
assign COUT = cBuf[4];
endmodule
==> /design/flow/run.sh <==
#!/bin/bash
# OpenROAD 26Q1-2900-gdf79404cd8, Yosys 0.63+post, stock flow scripts
make -C /OpenROAD-flow-scripts/flow DESIGN_CONFIG=/design/flow/config.mk WORK_HOME=/design/flow/orfs finish
==> /design/flow/config.mk <==
export PLATFORM = sky130hd
export DESIGN_NAME = adder16
export DESIGN_NICKNAME = adder16
export VERILOG_FILES = /design/flow/design.v
export SDC_FILE = /design/flow/constraint.sdc
export NUM_CORES = 4
export LEC_CHECK = 1
export CORE_AREA = 10 10 70 70
export DIE_AREA = 0 0 80 80
==> /design/flow/constraint.sdc <==
current_design adder16

set clk_period 7.2
set clk_io_pct 0.2

create_clock -name clk0 -period $clk_period

set non_clock_inputs [all_inputs -no_clocks]
set_input_delay [expr $clk_period * $clk_io_pct] -clock clk0 $non_clock_inputs
set_output_delay [expr $clk_period * $clk_io_pct] -clock clk0 [all_outputs]
==> impl_metrics.toml <==
# physical design summary
[cells_and_area]
n_fill_cell = 365
layout-area-overhead-vs-synth_pct = 79.5
lay_top_count = "clkdlybuf4s50_1"
nClkBuffers = 0
layout.area.comb_um2 = 642
ff_count = 0
mostFrequentLayoutCells = "50 x clkdlybuf4s50_1, 16 x inv_1, 16 x ha_1"
regArea_um2 = 0
final_layout_size_suffix_gt1_share_pct = 2.84

[grt]
grt_pass1_vias = 787
antenna_found_initial = 0
grt_pass1_wl_mm = 3.29
grt_max_degree = 6
grt_overflow = 0
track_usage_pct = 5.90

[timing]
tightest_slew_ns = 0.326
rsz0062_at_grt = "no"
fmax_mhz = 183
fin_ws_ns = 1.74
finalSetupViolations = 0
relSlewSlack_pct = 78.0
post-route-period-util_pct = 75.9
min_period_ns = 5.46
final_max_slew_viol_count = 0
finalSetupTns_ns = 0
hold_viol_final = 0

[worst_setup_path]
critPathArrivalTime_ns = 4.02
critPathMaxFanout = 4
start_kind = "input pin"
crit_required_ns = 5.76
path_class = "input pin to primary output"
critPathCaptureType = "primary output"

[pwr]
p_switching_w = 0.0000378
combPwrFrac_pct = 100.0
seqPwrFrac_pct = 0
powerDensity_nw_per_um2 = 89.8
p_leak_nw = 0.546
internal_power_w = 0.0000753
swShare_pct = 33.4
clockPowerShare_pct = 0
vdd_ir_drop_max_v = 0.0000408

[logic_synthesis]
post_synth_inst_count = 91
yosysWarnings = 0
ys_seq_share_pct = 0
syn_avg_cell_area_um2 = 7.71
ys_cells = 91
synth_cell_types = 24
yosys_area_um2 = 702
syn_area_um2 = 702

[cts]
cts_hold_buf = 0
post_cts_resized = 0
post_cts_buffers = 0

[floorplan]
num_rows = 21
die_h_um = 80
die_w_um = 80
dieArea_um2 = 6400
fp-utilization_pct = 20.5
core_area_um2 = 3420
io_pins = 50

[place]
preCtsSetupSlack_ns = 1.72
io_buffers = 50
gp_congestion = 0.769
dp_hpwl_mm = 1.89

[detailed_routing]
drtAntennaViolNets = 0
totalWireLength_mm = 2.01
routedWlPerCell_um = 10.7
dr.first_iter.drc_count = 14
diodes = 0
post-route-drc-count = 0
drt_pass1_iterations = 4
via_per_inst = 4.09
vias = 764

[run]
warnings = 32
cap_violations = 0

[hold_path]
hp-class = "input pin to primary output"

[outcome]
status = "finished, final reports clean"
## per-stage QoR
| stage | total power (W) | hold WS [ns] | cells | utilization, % | cell area, um2 |
|---|---|---|---|---|---|
| after floorplan | 0.0000471 | 2.99 | 91 | - | 702 |
| after global placement | 0.000114 | 3.96 | 187 | 36.9 | 1260 |
| after detailed placement | 0.000115 | 3.97 | 187 | 36.9 | 1260 |
| after CTS | 0.000116 | 3.97 | 187 | 36.9 | 1260 |
| after global routing | 0.000128 | 4.01 | 187 | 36.9 | 1260 |
| final | 0.000113 | 3.95 | 187 | 36.9 | 1260 |
## power by group through the flow
stage | Sequential [W] | Combinational (W) | Clock (W)
CTS | 0 | 0.000116 | 0
global route | 0 | 0.000128 | 0
finish | 0 | 0.000113 | 0
## per-layer routing
| layer | wire length (um) | vias to the layer above | global-route usage [%] |
|---|---|---|---|
| met4 | 0 | 0 | 0 |
| met3 | 238 | 0 | 2.05 |
| met1 | 920 | 320 | 7.99 |
| met5 | 0 | - | 0 |
| met2 | 846 | 32 | 9.39 |
| li1 | - | 412 | - |
## cell type report
| class | count | share of cell area, % |
|---|---|---|
| Multi-Input combinational cell | 75 | 50.9 |
| Timing Repair Buffer | 50 | 39.7 |
| Inverter | 16 | 4.77 |
| Tap cell | 46 | 4.57 |
## critical path, cell delays in order
cell and delay [ns]:
clkdlybuf4s50_1 0.41, ha_1 0.35, a21oi_1 0.20, o221ai_2 0.15, a21o_2 0.23, a21oi_4 0.17
inv_1 0.07, fa_1 0.38, xor2_1 0.13, clkdlybuf4s50_1 0.49
## cells in the mapped netlist, drive strengths merged
library cell,number,area (um2)
nor3b,2,15.0
or4,1,7.51
fa,4,80.1
o21a,1,7.51
o211ai,1,7.51
nor2b,2,12.5
inv,16,60.1
nand2,5,18.8
nor3,1,5.00
a21o,2,16.3
o21ai,6,30.0
nor2,5,18.8
o221ai,1,15.0
a21oi,12,71.3
ha,16,200
xnor2,8,70.1
mux2,1,15.0
o21bai,1,7.51
xor2,3,26.3
a211oi,1,7.51
nand3,2,10.0
## cells by family (layout without fill, tap and decap cells)
kind of cell    count (synthesis)  count (layout)  synth area share (%)
xor+xnor                       11              11                  13.7
buf+inv                        16              66                  8.56
compound gates                 25              25                  23.2
fa+ha+maj                      20              20                  39.9
simple gates                   18              18                  12.5
mux                             1               1                  2.14
## path summary, 6_finish.rpt
| path | from | depth (start not counted) | to |
|---|---|---|---|
| worst max-delay path | a[2] | 10 | s[13] |
| worst min-delay path | CIN | 5 | s[0] |
Power and IR drop assume default switching activity.
